[flow/run.sh]
#!/bin/bash
# OpenROAD 26Q1-2900-gdf79404cd8, Yosys 0.63+post, stock flow scripts
make -C /OpenROAD-flow-scripts/flow DESIGN_CONFIG=/design/flow/config.mk WORK_HOME=/design/flow/orfs finish
[flow/design.v]
`timescale 1ns / 1ps
module clock_div #(parameter modN = 5, parameter n = 3)(   
    input clk,
    input rst,
    output clk_out
    );
reg [n-1:0] count;
reg Q_intermadiate1;
reg Q_intermadiate2;
reg Q_intermadiate3;
always @(posedge clk or negedge rst)
    begin
        if(!rst)
            begin
                count           <= 3'd0;                            
                Q_intermadiate1 <= 1'b0;  
            end
        else 
            begin
                if(count[n-1] == 1'b1 || count == modN-1)  
                    begin
                        if(count == modN-1)
                            count <= 3'd0;              
                        else 
                            count <= count + 1'b1;
                        Q_intermadiate1 <= 1'b1;
                    end
                else begin
                    count           <= count + 1'b1;
                    Q_intermadiate1 <= 1'b0;
                    end
            end
    end
always @(posedge clk or negedge rst)
    begin
        if(!rst)
            Q_intermadiate2 <= 1'b0;
        else    
            Q_intermadiate2 <= Q_intermadiate1;
    end
always @(negedge clk or negedge rst)
    begin
        if(!rst)
            Q_intermadiate3 <= 1'b0;
        else    
            Q_intermadiate3 <= Q_intermadiate2;
    end
 assign clk_out = Q_intermadiate1 | Q_intermadiate2 | Q_intermadiate3;
endmodule
[flow/config.mk]
export PLATFORM = sky130hd
export DESIGN_NAME = clock_div
export DESIGN_NICKNAME = clock_div
export VERILOG_FILES = /design/flow/design.v
export SDC_FILE = /design/flow/constraint.sdc
export NUM_CORES = 4
export LEC_CHECK = 1
export CORE_AREA = 10 10 70 70
export DIE_AREA = 0 0 80 80
[flow/constraint.sdc]
current_design clock_div

set clk_period 1.3
set clk_io_pct 0.2

create_clock -name clk0 -period $clk_period [get_ports {clk}]

set non_clock_inputs [all_inputs -no_clocks]
set_input_delay [expr $clk_period * $clk_io_pct] -clock clk0 $non_clock_inputs
set_output_delay [expr $clk_period * $clk_io_pct] -clock clk0 [all_outputs]
==> out/metrics.yaml <==
ant_nets: 0
top_cell: "dfrtp_1"
slowest_delay_ns: 0.32
viasPerCell: 1.94
synth-async-reset-ratio: 1.00
dieWidth_um: 80
grt_pass1_wl_um: 641
cts_max_level: 1
yosys_area_um2: 214
post-route-util: 0.0927
antenna_cells: 0
top_area_cell: "dfrtp_1"
synth_warnings: 1
warning_count: 29
initCoreUtil: 0.0626
coreArea_um2: 3420
clock-sinks: 6
worst_hold_path_type: "input pin to async pin"
hold_violations: 0
synth.distinct_cells: 9
yosys.stat.seqShare: 0.702
grt_usage: 0.0128
leakage_nw: 0.163
die_h_um: 80
dr.pass1.iters: 2
insertion_delay_ns: 0.25
path_class: "register to output port"
arrival_ns: 1.64
drt-initial-drc-count: 13
antenna_found_initial: 0
hold_ws_ns: 0.334
ir_worst_vdd_mv: 0.224
max-slew-margin-rel: 0.916
cts_made_buffers: 3
topCellsByArea: "dfrtp_1 58%, dfrtn_1 12%, ha_1 12%, mux2i_1 4.7%, inv_1 3.5%"
ff_type: "dfrtp_1"
cp.required_ns: 1.04
area_growth_pct: 48.0
drive_gt1_frac: 0.238
pin_count: 3
cp-end-kind: "output port"
fill_cells: 398
wirelength_um: 362
max-cap-violations: 0
dieArea_um2: 6400
max_slew.worst_pin.slew_ns: 0.123
syn_avg_cell_area_um2: 14.3
rows: 21
grt_pass1_vias: 154
crit_slowest_cell: "dfrtn_1"
ys_ff: 6
outcome: "finished with violations"
grt_overflow: 0
synth_top_area_share: 0.585
edf_count: 0
grt_max_degree: 6
violations: "setup timing"
root_buffer: "clkbuf_4"
cp_cell_sequence: "or3_1, buf_2"
cts_tree: "yes"
clk_pin_slew_ns: 0.05
cp-start-kind: "register"
place.gp.congestion: 0.699
final.setup.worst_slack_ns: -0.600
setup_violations: 1
finalClockSkew_ns: 0.0123
drc: 0
power_density_nw_per_um2: 1200
grt_setup_unrepaired: "true"
yosys_cells: 15
cts_buffer_depth: 2
syn_inst: 15
routedWlPerCell_um: 5.40
place.detailed.hpwl_um: 246
top_cells_by_count: "5 x dfrtp_1, 2 x ha_1, 2 x inv_1"
numPortBuffers: 2
cp_max_fo: 1
syn-cell-area_um2: 214
maxSlewViolCount: 0
num_vias: 130
-- registers in the layout (all words and copies together) (netlist names) --
signal and flops:
Q_intermadiate1 1, count 3, Q_intermadiate2 1, Q_intermadiate3 1
-- where the power goes --
group          switching [mW]  total (mW)  internal, mW
clock network          0.0663       0.183         0.116
logic                 0.00369     0.00828       0.00460
registers                   0       0.188         0.188
total                  0.0700       0.378         0.308
-- layout make-up --
type,count,area (um2),share of cell area
multi-input cells,6,52.6,0.166
repair buffers,3,22.5,0.0711
well taps,46,57.6,0.182
flip-flops and latches,6,150,0.474
inverters,2,7.51,0.0237
clock buffers,4,26.3,0.0830
-- routing by layer --
layer  track usage  wire length (um)
met1        0.0141               143
met2        0.0161               150
met3        0.0136                68
met4       0.00352                 0
met5             0                 0
-- worst paths after layout --
check                                      from              end  slack [ns]  cells after the start
worst min-delay path                        rst         count[2]        0.33                      2
worst max register to register  Q_intermadiate2  Q_intermadiate3        0.13                      0
worst max-delay path            Q_intermadiate3          clk_out       -0.60                      2
worst min register to register  Q_intermadiate1  Q_intermadiate2        0.37                      0
min in group clk0               Q_intermadiate1  Q_intermadiate2        0.37                      0
max in group asynchronous                   rst  Q_intermadiate3        0.44                      1
-- per-stage QoR --
stage	setup TNS, ns	std cells	setup slack (ns)	area, um2	power (mW)
floorplan	-0.166	15	-0.166	214	0.190
global placement	-0.631	63	-0.631	295	0.198
detailed placement	-0.627	63	-0.627	295	0.199
CTS	-0.660	67	-0.660	317	0.385
global route	-0.638	67	-0.638	317	0.400
finish	-0.600	67	-0.600	317	0.378
-- critical path: cells and delay by family (launching register included) --
family / cells / cell delay [ns]
flops: 1 / 0.32
simple gates: 1 / 0.30
buf+inv: 1 / 0.12
-- what timing repair did --
item | CTS | global route
setup endpoints to repair | 1 | 1
pin swaps | 1 | 1
setup buffers | 0 | 0
resized | 3 | 0
hold buffers | 0 | 0
-- cell usage in the layout (no fill, tap or decap) --
cell type	instances
inv_1	2
dfrtp_1	5
ha_1	2
dfrtn_1	1
buf_4	1
or3_1	1
a21oi_1	1
nand2b_1	1
mux2i_1	1
clkbuf_4	3
buf_2	1
clkbuf_1	1
clkdlybuf4s50_1	1
-- cell families (layout without fill, tap and decap cells) --
group | after synthesis | in the layout | share of synthesized area
adder cells (fa/ha/maj) | 2 | 2 | 0.117
buffers and inverters | 3 | 9 | 0.0526
AND/OR/NAND/NOR | 2 | 2 | 0.0585
flip-flops | 6 | 6 | 0.702
multiplexers | 1 | 1 | 0.0468
AND-OR/OR-AND | 1 | 1 | 0.0234
Power figures rest on the tool's default switching activity, not on a simulated workload.
